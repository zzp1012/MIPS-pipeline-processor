`flow/config.mk`:
```
export PLATFORM = sky130hd
export DESIGN_NAME = ID_EX
export DESIGN_NICKNAME = ID_EX
export VERILOG_FILES = /design/flow/design.v
export SDC_FILE = /design/flow/constraint.sdc
export NUM_CORES = 4
export LEC_CHECK = 1
export CORE_UTILIZATION = 30
```
`flow/constraint.sdc`:
```
current_design ID_EX

set clk_period 1.0
set clk_io_pct 0.2

create_clock -name clk0 -period $clk_period [get_ports {Clock}]

set non_clock_inputs [all_inputs -no_clocks]
set_input_delay [expr $clk_period * $clk_io_pct] -clock clk0 $non_clock_inputs
set_output_delay [expr $clk_period * $clk_io_pct] -clock clk0 [all_outputs]
```
`flow/design.v`:
```
module ID_EX(EX_RegDst, EX_MemRead, EX_MemtoReg, EX_ALUOp, EX_MemWrite, EX_ALUSrc, 
            EX_RegWrite, EX_Registers_Read_data_1, EX_Registers_Read_data_2, 
            EX_Sign_extend_out, ID_EX_RegisterRs, ID_EX_RegisterRt, ID_EX_RegisterRd, 
            Clock, ID_EX_Flush, ID_RegDst, ID_MemRead, ID_MemtoReg, ID_ALUOp, 
            ID_MemWrite, ID_ALUSrc, ID_RegWrite, ID_Registers_Read_data_1, 
            ID_Registers_Read_data_2, ID_Sign_extend_out, IF_ID_RegisterRs, IF_ID_RegisterRt, IF_ID_RegisterRd);
    parameter sel = 2;       
    parameter rwidth = 5;    
    parameter word = 32;
    input                       Clock, ID_EX_Flush,         ID_RegDst,                  ID_MemRead,         ID_MemtoReg,    ID_MemWrite,    ID_ALUSrc,  ID_RegWrite;
    input   [sel - 1:0]         ID_ALUOp;
    input   [rwidth - 1:0]      IF_ID_RegisterRs,           IF_ID_RegisterRt,           IF_ID_RegisterRd;
    input   [word - 1:0]        ID_Registers_Read_data_1,   ID_Registers_Read_data_2,   ID_Sign_extend_out;
    output                      EX_RegDst,                  EX_MemRead, EX_MemtoReg,    EX_MemWrite,        EX_ALUSrc,      EX_RegWrite;
    output  [sel - 1:0]         EX_ALUOp;
    output  [rwidth - 1:0]      ID_EX_RegisterRs,           ID_EX_RegisterRt,           ID_EX_RegisterRd;
    output  [word - 1:0]        EX_Registers_Read_data_1,   EX_Registers_Read_data_2,   EX_Sign_extend_out;
    reg                         EX_RegDst,                  EX_MemRead, EX_MemtoReg,    EX_MemWrite,        EX_ALUSrc,      EX_RegWrite;
    reg     [sel - 1:0]         EX_ALUOp;
    reg     [rwidth - 1:0]      ID_EX_RegisterRs,           ID_EX_RegisterRt,           ID_EX_RegisterRd;
    reg     [word - 1:0]        EX_Registers_Read_data_1,   EX_Registers_Read_data_2,   EX_Sign_extend_out;
    initial begin
        EX_RegDst   <= 0;
        EX_MemRead  <= 0;
        EX_MemtoReg <= 0;
        EX_ALUOp    <= 0;
        EX_MemWrite <= 0;
        EX_ALUSrc   <= 0;
        EX_RegWrite <= 0;
        EX_Registers_Read_data_1    <= 0;
        EX_Registers_Read_data_2    <= 0;
        EX_Sign_extend_out          <= 0;
        ID_EX_RegisterRs            <= 0;
        ID_EX_RegisterRt            <= 0;
        ID_EX_RegisterRd            <= 0;
    end
    always @ (posedge Clock) begin
        if (ID_EX_Flush == 1'b1) begin
            EX_RegDst   <= 0;
            EX_MemRead  <= 0;
            EX_MemtoReg <= 0;
            EX_ALUOp    <= 0;
            EX_MemWrite <= 0;
            EX_ALUSrc   <= 0;
            EX_RegWrite <= 0;
        end
        else begin
            EX_RegDst   <= ID_RegDst;
            EX_MemRead  <= ID_MemRead;
            EX_MemtoReg <= ID_MemtoReg;
            EX_ALUOp    <= ID_ALUOp;
            EX_MemWrite <= ID_MemWrite;
            EX_ALUSrc   <= ID_ALUSrc;
            EX_RegWrite <= ID_RegWrite;
        end
        EX_Registers_Read_data_1    <= ID_Registers_Read_data_1;
        EX_Registers_Read_data_2    <= ID_Registers_Read_data_2;
        EX_Sign_extend_out          <= ID_Sign_extend_out;
        ID_EX_RegisterRs            <= IF_ID_RegisterRs;
        ID_EX_RegisterRt            <= IF_ID_RegisterRt;
        ID_EX_RegisterRd            <= IF_ID_RegisterRd;
    end
endmodule
```
`flow/run.sh`:
```
#!/bin/bash
# OpenROAD 26Q1-2900-gdf79404cd8, Yosys 0.63+post, stock flow scripts
make -C /OpenROAD-flow-scripts/flow DESIGN_CONFIG=/design/flow/config.mk WORK_HOME=/design/flow/orfs finish
```
==> impl_metrics.ini <==
; synthesis and place-and-route metrics
[cts]
htreeDepth = 4
cts.sinks = 119
cts_root_buf = clkbuf_8
cts_tree = done
clk_path_buf_depth = 2
cts_made_buffers = 17
clk_pin_slew_ns = 0.05

[floorplan]
ios = 240
core_sq_um = 7767
dieArea_sq_um = 8472
rows = 32
initCoreUtil_pct = 31.31
die_h_um = 92.05
die_w_um = 92.05

[sta]
clock.fmax_ghz = 0.8751
finalSetupViolCount = 119
grt_setup_unrepaired = yes
slew_headroom_pct = 81.94
worstMarginPinSlew_ns = 0.2709
hold_violations = 0
maxSlewViolCount = 0
finalWorstSetupSlack_ns = -0.1427
period_needed_ns = 1.143
period_used_pct = 114.3

[grt]
grt_use_total_pct = 21.85
grt_pass1_vias = 1888
antenna_found_initial = 0
grt_max_degree = 17
overflow = 0
grt_pass1_wl_mm = 12.45

[synthesis]
synth_chip_area_sq_um = 2432
postSynthAreaPerCell_sq_um = 19.15
aoi_share_pct = 0
logic_family = simple AND/OR/NAND/NOR gates
ys_warn_count = 1
ys_sh_simple_pct = 2.058
adder_share_pct = 0
ys_ff = 119
yosysSeqAreaShare_pct = 97.94
yosys_cells = 127
yosysUniqueCellTypes = 2
mux_area_share_pct = 0
syn_inst = 127
synth_xor_xnor_area_share_pct = 0
synth_area_sq_um = 2432

[cells_and_area]
final_cell_mix = 120 x clkdlybuf4s50_1, 113 x buf_2, 95 x dfxtp_1
syn_to_final_growth_pct = 104.8
layout_top_cell = clkdlybuf4s50_1
drive_above_1_share_pct = 43.54
fillerInstances = 634
final_area_sq_um = 4982

[status]
status = finished, violations left
violations = setup timing

[setup_path]
worstSetupEndpointType = primary output
path_class = flop to primary output
crit_chain = buf_6
cp.required_ns = 0.80
worst_path_max_delay_cell = dfxtp_2
cp.buffers_inverters = 1
startpoint_type = flop
critPathTopFamily = flip-flops
worst_ep_arrival_time_ns = 0.94
crit_fanout = 1
slowest_delay_ns = 0.35

[min_path]
worstHoldPathType = input port to flop
hp-start = ID_Registers_Read_data_2[1]
hold_depth = 1
min_to = EX_Registers_Read_data_2[1]

[detailed_routing]
drt_first_pass_iters = 4
viasPerCell = 3.803
drcViolationCount = 0
vias = 1890
drtIter0Drc = 21
diodes = 0
wl_mm = 8.947
antenna_left = 0
wire_per_inst_um = 18.00

[placed_design]
port_buffers = 239
dp_worst_setup_slack_ns = -0.03202
post_dp_cell_area_sq_um = 4952
routabilityCongestion = 0.8023

[power]
power_density_nw_per_um2 = 2278
p_leak_uw = 0.002249
vdd_ir_drop_max_mv = 1.386

[flow_run]
warnings = 28
drv_cap = 0
-- routing by layer --
| layer | global-route usage [%] | up-vias | share of wire, % |
|---|---|---|---|
| met1 | 29.92 | 868 | 40 |
| met2 | 34.51 | 106 | 49 |
| li1 | - | 907 | - |
| met3 | 9.030 | 9 | 9.8 |
| met4 | 3.255 | 0 | 1.3 |
| met5 | 0 | - | 0 |
-- through the flow --
step | hold slack, ns | total power (uW) | utilization [%] | setup TNS, ns | std cells
CTS | 0.1239 | 11450 | 63.82 | -13.35 | 497
finish | 0.1444 | 11350 | 64.14 | -10.56 | 497
floorplan | 0.2277 | 5103 | - | 0 | 127
detailed placement | 0.6516 | 6085 | 63.76 | -0.1054 | 468
global placement | 0.6501 | 6079 | 63.76 | -0.07042 | 468
global route | 0.1223 | 11760 | 64.14 | -15.45 | 497
-- flip-flops by register name, summed over array words and instances, names as in the netlist --
signal and cells:
EX_RegWrite 1, EX_Registers_Read_data_1 32, ID_EX_RegisterRd 5, ID_EX_RegisterRs 5
EX_Registers_Read_data_2 32, EX_RegDst 1, ID_EX_RegisterRt 5, EX_ALUSrc 1
EX_Sign_extend_out 32, EX_MemWrite 1, EX_ALUOp 2, EX_MemtoReg 1
EX_MemRead 1
-- how the worst max path moves through the flow --
stage / start / endpoint / slack, ns / cells after the start
final: ID_EX_RegisterRs[4] / ID_EX_RegisterRs[4] / -0.14 / 1
after global routing: ID_EX_RegisterRs[4] / ID_EX_RegisterRs[4] / -0.17 / 1
after CTS: ID_EX_RegisterRs[4] / ID_EX_RegisterRs[4] / -0.15 / 1
-- cells in the mapped netlist, drive strengths merged --
master,count,share of area (%)
nor2b,8,2.1
dfxtp,119,98
-- cell type report --
type | instances | area [sq um] | share of cell area (%)
Clock inverter | 9 | 102.6 | 2.059
Multi-Input combinational cell | 8 | 50.05 | 1.005
Clock buffer | 20 | 455.4 | 9.141
Timing Repair Buffer | 239 | 1834 | 36.82
Tap cell | 102 | 127.6 | 2.562
Sequential cell | 119 | 2412 | 48.42
-- timing repair --
| action | in CTS | in global routing |
|---|---|---|
| buffers inserted | 0 | 0 |
| setup endpoints to repair | 119 | 119 |
| gates cloned | 0 | 0 |
| hold buffers | 0 | 0 |
| gates resized | 400 | 8 |
-- cells by family (layout without fill, tap and decap cells) --
logic type / count (synthesis) / count (layout)
buffers and inverters: 0 / 268
flip-flops: 119 / 119
AND/OR/NAND/NOR: 8 / 8
-- report_power, final --
| group | switching, uW | internal (uW) |
|---|---|---|
| registers | 60.2 | 5010 |
| logic | 131 | 580 |
| clock network | 1890 | 3670 |
Power and IR drop assume default switching activity.

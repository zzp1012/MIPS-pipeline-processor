--- flow/config.mk ---
export PLATFORM = sky130hd
export DESIGN_NAME = ALU
export DESIGN_NICKNAME = ALU
export VERILOG_FILES = /design/flow/design.v
export SDC_FILE = /design/flow/constraint.sdc
export NUM_CORES = 4
export LEC_CHECK = 1
export CORE_UTILIZATION = 30
--- flow/constraint.sdc ---
current_design ALU

set clk_period 25.0
set clk_io_pct 0.2

create_clock -name clk0 -period $clk_period

set non_clock_inputs [all_inputs -no_clocks]
set_input_delay [expr $clk_period * $clk_io_pct] -clock clk0 $non_clock_inputs
set_output_delay [expr $clk_period * $clk_io_pct] -clock clk0 [all_outputs]
--- flow/design.v ---
`timescale 1ns / 1ps
module ALU(result, a, b, ALU_control);
    parameter word = 32;
    input   [word - 1:0]    a,           b;
    input   [3:0]           ALU_control;
    output  [word - 1:0]    result;
    reg     [word - 1:0]    result;
    initial begin
        result = 0;
    end
    always @(a or b or ALU_control) begin
        case (ALU_control)
            4'b0010: result = a + b;
            4'b0110: result = a - b;
            4'b0000: result = a & b;
            4'b0001: result = a | b;
            4'b0111: result = (a < b)?1:0;
            default: result = 0;
        endcase
    end
endmodule
--- flow/run.sh ---
#!/bin/bash
# OpenROAD 26Q1-2900-gdf79404cd8, Yosys 0.63+post, stock flow scripts
make -C /OpenROAD-flow-scripts/flow DESIGN_CONFIG=/design/flow/config.mk WORK_HOME=/design/flow/orfs finish
==> out/metrics.csv <==
metric;value;unit
synthesis.area_per_instance;6.917;sq um
synth-warning-count;1;
gr-usage-all-layers;16.72;%
maximum_number_of_pins_on_one_net_before_global_route_repair;54;
core_area;0.01459;sq mm
design.seq.count;0;
design.die.area;0.01550;sq mm
area.sequential;0;sq um
final_worst_path_period_need;13820;ps
power.leakage;2.565;nW
grt_setup_unrepaired;no;
kind_of_critical_path;in -> out;
timing.critical_path.cells;clkdlybuf4s50_1 > inv_1 > ha_1 > nor2_1 > o311ai_1 > a2111oi_2 > o21ai_2 > o21ai_2 > a31oi_1 > o41ai_1 > mux2i_1 > xnor2_1 > o221ai_1 > clkdlybuf4s50_1;
cp_slowest_cell;clkdlybuf4s50_1;
worst_slew_pin_slew;647.4;ps
top_level_ports;100;
cells_after_synthesis;651;
logic_area;0.004015;sq mm
largest_area_contributor_in_the_synthesized_netlist;ha_1;
status;complete, no violations;
post-route-drc-count;0;
worstHoldPathType;in -> out;
worst_setup_path_end_kind;primary output;
max_freq;72.33;MHz
ys_seq_share;0;%
setup-violations-final;0;
drive_above_1_share;4.841;%
placementRows;44;
initial_utilization;30.87;%
layout.clock_buffers;0;
grt_overflow_total;0;
worst_ep_arrival_time;8820;ps
gp_congestion;0.9348;
critical-path-max-stage-delay;590;ps
hold_viol;0;
detailed_place.area;0.005624;sq mm
global_route_wire_length_before_repair;21.87;mm
routed-via-count;4721;
power_after_layout;115.5;uW
final_min_period_over_clock_period;55.30;%
fin_setup_tns;0;ps
insertedDiodeCount;0;
crit_path_max_fanout;4;
cts_hold_buffers;0;
first_pass_iters;5;
netlist_top_cells_area;ha_1 28%, inv_1 7.6%, a21oi_1 7.1%, o221ai_1 6.2%, xnor2_1 4.9%;
top_cell_area_share;28.06;%
max_cap_viol_count;0;
width_of_the_die;124.5;microns
dr.first_iter.drc_count;376;
postRouteWirelength;13.35;mm
ant_nets;0;
post_cts_resize_count;0;
synth_cell_type_count;73;
final.fill_count;1522;
total_count_of_max_transition_violations_in_the_final_report;0;
warning_count;101;
die_height;124.5;microns
yosys-stat-area;0.004503;sq mm
vias_in_the_first_global_route;4414;
syn-cell-area;0.004503;sq mm
final_area;0.005624;sq mm
critPathLaunchType;input port;
antenna_found_initial;0;
vias_per_cell;5.205;
port_buffers;100;
cts_post_setup_buffers_inserted;0;
ir_drop;6.929;uV
place.detailed.hpwl;10.84;mm
ys_cells;651;
layout-area-overhead-vs-synth;24.90;%
pwr_density_cell;20.54;mW/mm^2
worst_ep_required_time;20000;ps
maxSlewHeadroom;56.79;%
avgRoutedWirePerCell;14.72;microns
[worst max-delay path, delay by kind of cell]
kind                     cells  cell delay [ps]
AND/OR/NAND/NOR              1              150
AND-OR/OR-AND                7             1800
buffers and inverters        3             1210
XOR/XNOR                     1              150
multiplexers                 1              170
adder cells (fa/ha/maj)      1              340
[power breakdown]
part	internal (mW)	switching [mW]
logic	0.0535	0.0620
registers	0	0
clock network	0	0
[cell families after synthesis]
family | Yosys count | share of synthesized area [%]
AOI/OAI and AO/OA | 216 | 35.29
and+or+nand+nor | 173 | 18.03
buffers and inverters | 125 | 10.98
adders and majority gates | 103 | 28.95
xor gates and xnor gates | 29 | 5.640
muxes | 5 | 1.111
[synth_stat cells, types with 11 or more instances]
master,number
ha_1,101
inv_1,91
a21oi_1,64
nand2_1,54
nor2_1,48
o221ai_1,32
o21ai_0,25
xnor2_1,25
clkbuf_1,20
nor3_1,19
a21o_1,13
o21bai_1,11
[path summary, 6_finish.rpt]
| path | cells past startpoint | end | startpoint | slack (ps) |
|---|---|---|---|---|
| min | 3 | result[0] | ALU_control[0] | 11120 |
| max | 14 | result[25] | a[1] | 11180 |
[cell type report]
cell class         count  share of cell area, %
multi-input cells    526                  71.39
inverters             92                  6.140
repair buffers       105                  18.38
well taps            184                  4.093
[per-stage QoR]
step                      hold slack [ps]  instances  setup WS [ps]  util [%]
after floorplan                     10100        651          12610         -
after global placement              11110        907          11230     38.55
after detailed placement            11100        907          11190     38.55
after CTS                           11110        907          11170     38.55
after global routing                11150        907          10920     38.55
final                               11120        907          11180     38.55
[per-layer routing]
| metal | vias up | share of wire (%) | track usage (%) |
|---|---|---|---|
| met1 | 2138 | 51 | 25.44 |
| met2 | 125 | 45 | 27.40 |
| met5 | - | 0 | 0 |
| li1 | 2452 | - | - |
| met3 | 6 | 3.6 | 0.6130 |
| met4 | 0 | 0.38 | 0.7796 |
[placed cells by master (no fill, tap or decap), types with 7 or more instances in the layout]
cell / count
nand4_1: 7
clkdlybuf4s50_1: 99
nand2_1: 54
o21ai_0: 25
o221ai_1: 32
a21o_1: 13
o21bai_1: 11
ha_1: 101
xnor2_1: 25
a21oi_1: 64
inv_1: 91
nor2_1: 48
a211oi_1: 10
nor3_1: 19
nand3_1: 7
Power and IR drop assume default switching activity.

==> flow/design.v <==
`timescale 1ns / 1ps
module reg_file(reg_tmp, read_data1, read_data2, read_addr1, read_addr2, write_addr, write_data, regwrite, clk, reset, reg_num);
    parameter addr_size = 5;
    parameter word = 32;
    input   [addr_size - 1:0] read_addr1, read_addr2, write_addr,   reg_num;
    input   [word - 1:0]      write_data;
    input                     regwrite,   clk,        reset;
    output  [word - 1:0]      read_data1, read_data2, reg_tmp;
    reg     [word - 1:0]      reg_mem[2**addr_size - 1:0];
    integer                   n;
    always @(negedge clk or posedge reset) begin
        if (reset == 1'b1) begin
            for (n = 0; n < 2**addr_size; n = n + 1) begin
                reg_mem[n] = 0;
            end
        end
        else if (regwrite == 1'b1) begin
            reg_mem[write_addr] = write_data;
        end
    end
    assign read_data1 = reg_mem[read_addr1];
    assign read_data2 = reg_mem[read_addr2];
    assign reg_tmp    = reg_mem[reg_num];
endmodule
==> flow/run.sh <==
#!/bin/bash
# OpenROAD 26Q1-2900-gdf79404cd8, Yosys 0.63+post, stock flow scripts
make -C /OpenROAD-flow-scripts/flow DESIGN_CONFIG=/design/flow/config.mk WORK_HOME=/design/flow/orfs finish
==> flow/config.mk <==
export PLATFORM = sky130hd
export DESIGN_NAME = reg_file
export DESIGN_NICKNAME = reg_file
export VERILOG_FILES = /design/flow/design.v
export SDC_FILE = /design/flow/constraint.sdc
export NUM_CORES = 4
export LEC_CHECK = 1
export CORE_UTILIZATION = 40
==> flow/constraint.sdc <==
current_design reg_file

set clk_period 7.1
set clk_io_pct 0.2

create_clock -name clk0 -period $clk_period [get_ports {clk}]

set non_clock_inputs [all_inputs -no_clocks]
set_input_delay [expr $clk_period * $clk_io_pct] -clock clk0 $non_clock_inputs
set_output_delay [expr $clk_period * $clk_io_pct] -clock clk0 [all_outputs]
==> impl_metrics.toml <==
# implementation run metrics
[drt]
dr.first_iter.drc_count = 9538
route.detailed.drc = 0
totalWireLength_um = 446000
drtAntennaViolNets = 0
post_drt_via_cell_ratio = 7.92
firstDrtPassIters = 32
dr_total_vias = 64066
wl_per_cell_um = 55.1

[synth]
synth-seq-area-share = 0.443
ys_cells = 5421
postSynthAreaPerCell_um2 = 10.7
yosysWarningCount = 2
synth_cell_type_count = 64
postSynthRegisterBits = 1024
enable_flop_cells = 0
synthesis.area_um2 = 57900
syn_inst = 5421
leading_register_cell_type_out_of_synthesis = "sky130_fd_sc_hd__dfrtn_1"
asyncSetResetFlopFracSynth = 1.00
netlist_top_cells_area = "sky130_fd_sc_hd__dfrtn_1 (44%), sky130_fd_sc_hd__mux2_2 (21%), sky130_fd_sc_hd__a22oi_1 (15%)"
synthDominantCellAreaShare = 0.443
yosys_area_um2 = 57900
yosysTopAreaCell = "sky130_fd_sc_hd__dfrtn_1"

[worst_setup_path]
worstPathMaxFanout = 2
start_kind = "register"
timing.rr.start = "reg_mem[13][25]$_DFFE_NP0P_"
flop_to_flop_setup_slack_ns = 5.96
setup.worst_path.end_class = "output pin"
crit_path_end = "read_data2[31]"
reg2regPathDepth = 4
worstPathArrival_ns = 6.03
worst_setup_path_startpoint = "reg_mem[10][31]$_DFFE_NP0P_"
required_ns = 5.68
path_class = "register to output pin"
regToRegEndpoint = "reg_mem[13][25]$_DFFE_NP0P_"

[global_route]
grt_util_all_layers = 0.631
grt_pass1_vias = 61142
antenna_found_initial = 42
grt_max_degree = 88
wire_length_of_the_first_global_routing_pass_um = 584000
global_route.overflow_total = 0

[clock_network]
cts_buffers = 118
cts.sink_count = 1024
clkTransAtPathRegs_ns = 0.05
cts_max_path_buffers = 3
cts_htree_levels = 3
tritoncts = "built"
cts_root_buffer = "sky130_fd_sc_hd__clkbuf_16"
insertion_delay_ns = 0.71

[min_path]
min-delay-start = "reg_mem[9][9]$_DFFE_NP0P_"
hold_path_class = "register to register"
min_path_cells = 1

[power_and_ir_drop]
power.switching_uw = 6560
finalPower_uw = 19800
ir_worst_vdd_v = 0.000261
clock_power_share = 0.350
seqPwrFrac = 0.438
total_leakage_power_uw = 0.0326
combinationalPowerShare = 0.212
powerDensity_nw_per_um2 = 259
cell_internal_power_uw = 13200
switch_share = 0.332

[placed_design]
instance_area_after_placement_um2 = 67600
weighted_congestion_at_the_end_of_routability_driven_global_placement = 1.12
preCtsSetupSlack_ns = -0.310
port_buffers = 150
hpwlAfterDp_um = 288000

[timing]
slew_viol_final = 0
worst_pin_slew_ns = 1.31
timing.setup.tns_ns = -7.55
finalHoldViolCount = 0
finalSetupViolations = 63
timing.max_slew.rel_slack = 0.123
grt_setup_unrepaired = "true"
postLayoutSetupSlackWorst_ns = -0.351
worst_clock_skew_ns = 0

[layout]
post_route_cells_drive_above_1_share = 0.455
layout_overhead_on_the_synthesized_area_pct = 31.6
layout.core_utilization = 0.531
largest_register_ff_count = 1024
finished_layout_cell_area_um2 = 76200

[floorplanning]
rows = 139
core_region_area_um2 = 144000
fp_util = 0.403
die_x_um = 382
chip_area_um2 = 146000
num_io_pins = 151
vertical_extent_of_the_die_um = 382

[status]
violated_checks = "setup timing"
run_status = "finished, violations left"

[run]
warnings = 29
max_cap_violations = 0
[what timing repair did]
item                                    in CTS  in global routing
pin swaps                                  357                252
gates resized                              680                195
hold buffers                                 0                  0
endpoints found under the setup margin      96                 89
buffers inserted                           206                 37
[layout make-up]
| class | count | area (um^2) |
|---|---|---|
| clock buffers | 159 | 3390 |
| multi-input cells | 3860 | 33500 |
| fillers | 12421 | 67400 |
| diodes | 60 | 150 |
| repair buffers | 1019 | 10200 |
| flip-flops and latches | 1024 | 25600 |
| clock inverters | 59 | 926 |
| well taps | 1903 | 2380 |
| inverters | 10 | 41.3 |
[worst min-delay path by stage]
stage | to | slack, ns
CTS | reg_mem[10][6]$_DFFE_NP0P_ | 0.51
global route | reg_mem[9][9]$_DFFE_NP0P_ | 0.52
finish | reg_mem[9][9]$_DFFE_NP0P_ | 0.51
[synth_stat cells, types with 20 or more instances]
library cell and count:
sky130_fd_sc_hd__nor2_1 254, sky130_fd_sc_hd__nand2_1 349, sky130_fd_sc_hd__a221oi_1 30, sky130_fd_sc_hd__buf_4 23, sky130_fd_sc_hd__nor2b_1 22, sky130_fd_sc_hd__mux2i_1 60, sky130_fd_sc_hd__nor4_1 50, sky130_fd_sc_hd__a32oi_1 20
sky130_fd_sc_hd__a21oi_1 137, sky130_fd_sc_hd__mux2_2 1056, sky130_fd_sc_hd__a222oi_1 32, sky130_fd_sc_hd__buf_2 157, sky130_fd_sc_hd__a22o_1 50, sky130_fd_sc_hd__nor3_1 96, sky130_fd_sc_hd__a31oi_1 25, sky130_fd_sc_hd__a22oi_1 1161
sky130_fd_sc_hd__nor2_2 23, sky130_fd_sc_hd__o21ai_0 40, sky130_fd_sc_hd__dfrtn_1 1024, sky130_fd_sc_hd__a2111oi_0 22, sky130_fd_sc_hd__nand2b_1 20, sky130_fd_sc_hd__nand4_1 154, sky130_fd_sc_hd__clkbuf_1 285, sky130_fd_sc_hd__buf_1 62
sky130_fd_sc_hd__nand3_1 67
[cells by family after synthesis]
| group | share of synthesized area |
|---|---|
| compound gates | 0.205 |
| simple gates | 0.0954 |
| mux | 0.217 |
| flops | 0.443 |
| buf+inv | 0.0397 |
[cell usage in the layout (no fill, tap or decap), types with 48 or more instances in the layout]
master,synthesis,layout
sky130_fd_sc_hd__buf_12,0,199
sky130_fd_sc_hd__a22oi_2,0,116
sky130_fd_sc_hd__nor3_2,0,48
sky130_fd_sc_hd__a22oi_1,1161,1045
sky130_fd_sc_hd__dfrtn_1,1024,1024
sky130_fd_sc_hd__nand4_1,154,154
sky130_fd_sc_hd__nor2_4,2,106
sky130_fd_sc_hd__buf_4,23,617
sky130_fd_sc_hd__nor2_1,254,153
sky130_fd_sc_hd__a22o_1,50,49
sky130_fd_sc_hd__a21oi_2,0,52
sky130_fd_sc_hd__mux2i_1,60,53
sky130_fd_sc_hd__buf_6,0,54
sky130_fd_sc_hd__clkbuf_16,0,119
sky130_fd_sc_hd__nand2_1,349,330
sky130_fd_sc_hd__buf_2,157,81
sky130_fd_sc_hd__diode_2,0,60
sky130_fd_sc_hd__nand3_1,67,55
sky130_fd_sc_hd__mux2_2,1056,1041
sky130_fd_sc_hd__a21oi_1,137,78
[critical path, cell delays in order (launching register included)]
cell and delay, ns:
sky130_fd_sc_hd__dfrtn_1 0.35, sky130_fd_sc_hd__buf_6 0.12, sky130_fd_sc_hd__mux4_2 0.45, sky130_fd_sc_hd__nand2_2 0.10, sky130_fd_sc_hd__o2111ai_2 0.13, sky130_fd_sc_hd__a2111oi_2 0.25
sky130_fd_sc_hd__buf_4 0.18, sky130_fd_sc_hd__a21oi_4 0.07, sky130_fd_sc_hd__buf_2 0.13
[metal layers]
| layer | global-route usage | wire [um] |
|---|---|---|
| met1 | 0.732 | 149000 |
| met2 | 0.759 | 164000 |
| met3 | 0.484 | 83700 |
| met4 | 0.475 | 47700 |
| met5 | 0.134 | 2140 |
[power by group through the flow]
stage	registers [uW]	logic, uW	clock network (uW)
6_report	8660	4180	6930
4_1_cts	8510	3890	6910
5_1_grt	8710	4270	7130
[stage by stage]
| step | cells | hold WS [ns] |
|---|---|---|
| 2_1_floorplan | 5421 | 0.458 |
| 6_report | 8094 | 0.510 |
| 3_3_place_gp | 7596 | 0.499 |
| 3_5_place_dp | 7596 | 0.506 |
| 5_1_grt | 8045 | 0.523 |
| 4_1_cts | 8007 | 0.507 |
